$ cat flow/run.sh
#!/bin/bash
# OpenROAD 26Q1-2900-gdf79404cd8, Yosys 0.63+post, stock flow scripts
make -C /OpenROAD-flow-scripts/flow DESIGN_CONFIG=/design/flow/config.mk WORK_HOME=/design/flow/orfs finish
$ cat flow/config.mk
export PLATFORM = sky130hd
export DESIGN_NAME = memory_w_r
export DESIGN_NICKNAME = memory_w_r
export VERILOG_FILES = /design/flow/design.v
export SDC_FILE = /design/flow/constraint.sdc
export NUM_CORES = 4
export LEC_CHECK = 1
export CORE_UTILIZATION = 40
$ cat flow/constraint.sdc
current_design memory_w_r

set clk_period 4.8
set clk_io_pct 0.2

create_clock -name clk0 -period $clk_period [get_ports {clk}]

set non_clock_inputs [all_inputs -no_clocks]
set_input_delay [expr $clk_period * $clk_io_pct] -clock clk0 $non_clock_inputs
set_output_delay [expr $clk_period * $clk_io_pct] -clock clk0 [all_outputs]
$ cat flow/design.v
`timescale 1ns / 1ps
module memory_w_r(
    input wire clk,
    input wire rst,
    input wire button,
    input wire[15:0] mem_douta,
    output reg mem_ena,
    output reg mem_wea,
    output reg[3:0] mem_addra,
    output reg[15:0] mem_dina,
    output reg[15:0] led
    );
    reg [31:0] cnt;
    reg [7:0] cnt_write;
    reg [7:0] cnt_read;
    reg [3:0] pre_cnt;
    wire one_before_pre_cnt_end = (pre_cnt==4'd2);
    wire pre_cnt_end = (pre_cnt==4'd3);
    wire one_before_cnt_end =(cnt == 32'd9999998);
    wire cnt_end =(cnt == 32'd9999999);
    reg start;
    always@(posedge clk) begin
        if(rst) start <= 0;
        else if(button) start <= 1;
        else start <= start;
    end
    always@(posedge clk)begin
        if(rst||button)cnt <= 32'd0;
        else if(cnt_write == 8'd16)begin
            if(cnt_end)cnt <= 32'd0;
            else cnt <= cnt + 1;
        end
        else cnt <= cnt;
    end
    always@(posedge clk)begin
        if(rst||button)pre_cnt <= 4'd0;
        else if(start)begin
            if(pre_cnt_end)pre_cnt <= 4'd0;
            else pre_cnt <= pre_cnt + 1;
        end
        else pre_cnt <= pre_cnt;
    end
    always@(posedge clk)begin
        if(rst||button)cnt_write <= 4'd0;
        else if(pre_cnt_end)begin
            if(cnt_write == 8'd16)cnt_write <= cnt_write;
            else cnt_write = cnt_write + 1;
        end
        else cnt_write <= cnt_write;
    end
    always@(posedge clk)begin
        if(rst||button)cnt_read <= 4'd0;
        else if(cnt_end)begin
            if(cnt_read == 4'd15)cnt_read <= cnt_read;
            else cnt_read <= cnt_read + 1;
        end
    end
    always@(posedge clk) begin
        if(rst||button) mem_ena <= 0;
        else if(start)begin
            if(one_before_pre_cnt_end||one_before_cnt_end)mem_ena <= 1;
            else mem_ena <= 0;
        end
        else mem_ena <= mem_ena;
    end
    always@(posedge clk) begin
        if(rst||button)mem_wea <= 0;
        else if(start)begin
            if(cnt_write == 8'd16)mem_wea <= 0;
            else mem_wea <= 1;
        end
        else mem_wea <= mem_wea;
    end
    always@(posedge clk) begin
        if(rst||button) mem_addra <= 4'b0000;
        else if(start)begin
            if(cnt_write == 8'd16)mem_addra <= cnt_read;
            else mem_addra <= cnt_write;
        end
    end
    always@(posedge clk) begin
    if(rst||button)mem_dina <= 16'h0000;
    else if(start && ~(cnt_write == 8'd16))begin
            case(cnt_write)
                4'd0: mem_dina <= 16'h0001;
                4'd1: mem_dina <= 16'h0003;
                4'd2: mem_dina <= 16'h0007;
                4'd3: mem_dina <= 16'h000f;
                4'd4: mem_dina <= 16'h001f;
                4'd5: mem_dina <= 16'h003f;
                4'd6: mem_dina <= 16'h007f;
                4'd7: mem_dina <= 16'h00ff;
                4'd8: mem_dina <= 16'h01ff;
                4'd9: mem_dina <= 16'h03ff;
                4'd10: mem_dina <= 16'h07ff;
                4'd11: mem_dina <= 16'h0fff;
                4'd12: mem_dina <= 16'h1fff;
                4'd13: mem_dina <= 16'h3fff;
                4'd14: mem_dina <= 16'h7fff;
                4'd15: mem_dina <= 16'hffff;
                default:mem_dina <= mem_dina;
            endcase
        end
    end
    always@(posedge clk)begin
        if(rst||button) led <= 16'h0000;
        else if(cnt_write == 8'd16) led <= cnt_write;
        else led <= led;
    end
endmodule
==> flow_summary.json <==
{
  "status": "finished, final reports clean",
  "die_w_um": 101,
  "cts.sinks": 83,
  "p_comb_share_pct": 3.5,
  "critPathLaunch": "cnt_write[1]",
  "ys_async_sr_fraction_pct": 0,
  "ys_ff": 83,
  "ys_chip_area_sq_um": 3940,
  "ff2ff_path_depth": 7,
  "netSwitchingPower_uw": 284,
  "cts_inserted_buffers": 9,
  "final_cell_mix": "dfxtp_1 (83), nor2_1 (70), nand2_1 (32), clkdlybuf4s50_1 (32), xor2_1 (21)",
  "reg2reg_setup_slack_ps": 2220,
  "finalSetupViolations": 0,
  "cts_max_level": 3,
  "area_growth_syn_to_layout_pct": 14.5,
  "worstReg2RegStart": "cnt_write[1]",
  "required_ps": 5080,
  "worstSetupPathType": "flop to flop",
  "warning_count": 47,
  "initial_core_util_pct": 42.0,
  "synth_cell_types": 54,
  "synth_seq_share_pct": 42.2,
  "cp-end-kind": "flop",
  "layout-drive-gt1-share_pct": 8.68,
  "edf_count": 0,
  "clockBufferDepth": 2,
  "grt_overflow_total": 0,
  "antenna_found_initial": 0,
  "design.die.area_sq_um": 10200,
  "period_needed_ps": 2580,
  "synth_area_leader_cell": "dfxtp_1",
  "num_antenna_cells": 0,
  "yosys_warnings": 1,
  "max_freq_ghz": 0.387,
  "drt_iter0_drc": 153,
  "cap_violations": 0,
  "avgSynthCellArea_sq_um": 8.71,
  "via_per_inst": 5.28,
  "core_sq_um": 9370,
  "setup-tns-final_ps": 0,
  "cts_tree": "yes",
  "fin_util_pct": 48.1,
  "num_vias": 3239,
  "flop_cell": "dfxtp_1",
  "die_y_um": 101,
  "synth_cells": 452,
  "synth_top_area_share_pct": 42.2,
  "io_pins": 57,
  "io_buffer_count": 32,
  "power_switching_share_pct": 24.0,
  "netlist_area_sq_um": 3940,
  "path_max_fanout": 10,
  "wire_per_inst_um": 13.6,
  "grt_use_total_pct": 17.7,
  "grt_pass1_wl_mm": 14.2,
  "power_uw": 1180,
  "reg2reg_to": "cnt[29]",
  "dr.pass1.iters": 4,
  "clk_root_buffer_cell": "clkbuf_8",
  "synth.area.top_cells": "dfxtp_1 (42%), nor2_1 (6.7%), xor2_1 (4.7%)",
  "hold_path.class": "flop to flop",
  "p_int_uw": 897,
  "ir_drop_uv": 146,
  "finalCritPeriodShare_pct": 53.8,
  "rsz0062_at_grt": "no",
  "maxSlewViolCount": 0,
  "cts_hold_repair.buffers": 0,
  "layout_top_cell": "dfxtp_1",
  "rows": 35,
  "dp_hpwl_mm": 5.66,
  "start_kind": "flop",
  "p_seq_share_pct": 58.9,
  "p_per_area_nw_per_um2": 262,
  "hold_viol": 0,
  "clk_pin_slew_ps": 90,
  "drc_errors": 0,
  "tightestPinTransition_ps": 711,
  "hold_ws_ps": 465,
  "gp_congestion": 0.833,
  "grt_pass1_vias": 2930,
  "clockPowerShare_pct": 37.6,
  "arrival_ps": 2860,
  "grt_max_degree": 36,
  "detail-route-antenna-nets": 0,
  "cts_setup_buffers": 0,
  "fin_skew_ps": 12.9,
  "relSlewSlack_pct": 52.6,
  "wl_mm": 8.34,
  "cts_resized": 0,
  "endpoint": "cnt[29]",
  "yosys-stat-cells": 452,
  "power.leakage_uw": 0.00151,
  "clock_latency_ps": 360
}
layout make-up:
class | count | area [sq um]
Clock buffer | 10 | 128
Clock inverter | 6 | 42.5
Fill cell | 892 | 4860
Inverter | 9 | 33.8
Multi-Input combinational cell | 338 | 2120
Sequential cell | 83 | 1660
Tap cell | 129 | 161
Timing Repair Buffer | 38 | 365
state kept, by name, indices dropped and copies added, names as in the netlist:
signal and count:
mem_ena 1, mem_addra 4, cnt_read 8, mem_dina 16, cnt_write 8, cnt 32, led 8, pre_cnt 4
mem_wea 1, start 1
metrics by stage:
stage                     worst slack [ps]  instances  cell area (sq um)
final                                 2220        613               4510
after global routing                  2030        613               4510
after CTS                             2240        613               4510
after detailed placement              1920        597               4340
after global placement                1940        597               4340
after floorplan                       2430        459               3970
critical path, cell delays in order (launching register included):
cell       delay [ps]
dfxtp_1           440
inv_1             130
ha_1              270
nand4bb_1         320
nor4_4            510
nand4_2           310
or3_1             380
a21oi_1           150
logic make-up (layout without fill, tap and decap cells):
group	after synthesis	count (layout)	share of synthesized area [%]
AND-OR/OR-AND	63	63	10.4
XOR/XNOR	37	37	8.23
adder cells (fa/ha/maj)	10	10	3.18
buffers and inverters	38	63	4.67
flip-flops	83	83	42.2
multiplexers	7	7	1.84
other	1	8	0.0952
AND/OR/NAND/NOR	213	213	29.4
power by group through the flow:
| stage | logic (uW) | registers (uW) | clock network, uW |
|---|---|---|---|
| CTS | 42.6 | 696 | 460 |
| global route | 47.3 | 696 | 490 |
| finish | 41.8 | 696 | 444 |
cells in the mapped netlist, types with 11 or more instances:
master    instances
dfxtp_1          83
nor2_1           70
nand2_1          32
xor2_1           21
nand3_1          20
nand4_1          19
a21oi_1          17
clkbuf_1         17
o21ai_0          17
xnor2_1          16
and3_1           15
nor3_1           11
worst min-delay path by stage:
stage | from | endpoint | slack, ps | depth (start not counted)
after CTS | led[0] | led[0] | 470 | 2
after global routing | mem_dina[1] | mem_dina[1] | 490 | 1
final | led[0] | led[0] | 470 | 2
metal layers:
metal  part of all wire (%)  track usage [%]
met2                     44             26.8
met3                    5.3             3.85
met1                     50             27.7
met5                      0                0
met4                   0.90             1.34
Power and IR drop assume default switching activity.
